`config.mk`:
```
export PLATFORM = sky130hd
export DESIGN_NAME = simon
export DESIGN_NICKNAME = simon
export VERILOG_FILES = /design/flow/design.v
export SDC_FILE = /design/flow/constraint.sdc
export NUM_CORES = 4
export LEC_CHECK = 1
export CORE_UTILIZATION = 40
export SYNTH_MEMORY_MAX_BITS = 65536
```
`constraint.sdc`:
```
current_design simon

set clk_period 520.7
set clk_io_pct 0.2

create_clock -name clk0 -period $clk_period [get_ports {clk}]

set non_clock_inputs [all_inputs -no_clocks]
set_input_delay [expr $clk_period * $clk_io_pct] -clock clk0 $non_clock_inputs
set_output_delay [expr $clk_period * $clk_io_pct] -clock clk0 [all_outputs]
```
`design.v`:
```
`timescale 1ns / 1ps
module dec(
    input clk,
    input res_n,
    input start,
    input ctrl,
    input [63:0] key,
    input [127:0] cipher,
    output reg [127:0] plain,
    output reg done,
    output reg [6:0] key_adr
    );
    reg [3:0] state;
    parameter idle = 4'b0001;
    parameter dec = 4'b0010;
    parameter enc = 4'b0100;
    parameter fin = 4'b1000;
    parameter ctrl_enc = 1'b0;
    parameter ctrl_dec = 1'b1;
    always @(posedge clk) begin
        if (!res_n) begin
            plain <= cipher;
            done <= 0;
            key_adr <= ctrl == ctrl_dec ? 71 : 0;
            state <= idle;
        end
        else begin
            case (state)
                idle: begin                  
                    done <= 0;
                    if (start && ctrl == ctrl_dec) begin
                        key_adr <= 70;
                        state <= dec;
                    end
                    else if (start && ctrl == ctrl_enc) begin
                        key_adr <= 1;
                        state <= enc;
                    end
                    else begin
                        plain <= cipher;
                        key_adr <= ctrl == ctrl_dec ? 71 : 0;
                    end
                end
                dec: begin
                    plain <= {plain[63:0], key ^ plain[127:64] ^ {plain[61:0], plain[63:62]} ^ ({plain[62:0], plain[63]} & {plain[55:0], plain[63:56]})};
                    if (key_adr == 127) begin
                        done <= 1;
                        state <= fin;
                    end
                    else
                        key_adr <= key_adr -1;
                end
                enc: begin
                    plain <= {key ^ plain[63:0] ^ {plain[125:64], plain[127:126]} ^ ({plain[126:64], plain[127]} & {plain[119:64], plain[127:120]}), plain[127:64]};
                    if (key_adr == 72) begin
                        done <= 1;
                        state <= fin;
                    end
                    else
                        key_adr <= key_adr + 1;
                end
                fin:
                    done <= 1;
            endcase
        end
    end
endmodule
`timescale 1ns / 1ps
module dp_mem(
    input clk,
    input [63:0] data_in,
    input [6:0] wr_adr,
    input wr_en,
    input [6:0] rd_adr,
    output reg [63:0] dat_out
    );
    reg [63:0] mem[0:127];
    always @(posedge clk)
        begin
            if (wr_en)
                mem[wr_adr] <= data_in;
            dat_out <= mem[rd_adr];
        end
endmodule
`timescale 1ns / 1ps
module keys(
    input clk,
    input res_n,
    input start,
    input [255:0] key,
    output reg done,
    output reg [63:0] key_sched,
    output reg [6:0] rnd,
    output reg wr_en
    );
    reg [2:0] state;
    reg [63:0] key_tmp [3:0];
    parameter idle = 3'b000; 
    parameter strt = 3'b001; 
    parameter gen = 3'b010;
    parameter fin = 3'b100;
    parameter z = 64'h3DC94C3A046D678B;
    always @(*)
    begin
        if (rnd >= 4) begin
            key_sched = {key_tmp[3][2:0], key_tmp[3][63:3]};
            key_sched = key_sched ^ key_tmp[1];
            key_sched = key_sched ^ {key_sched[0], key_sched[63:1]};
            key_sched = ~key_tmp[0] ^ 64'h3 ^ key_sched ^ z[(rnd - 4) % 62];
            end
        else
            key_sched = key_tmp[rnd[3:0]];
    end
    always @(posedge clk)
    begin
        if (!res_n) begin
            done <= 0;
            wr_en <= 0;
            key_tmp[0] <= key[63:0];
            key_tmp[1] <= key[127:64];
            key_tmp[2] <= key[191:128];
            key_tmp[3] <= key[255:192];
            rnd <= 0;
            state <= idle;
        end
        else
            case (state)
                idle: begin
                    done <= 0;
                    if (start) begin
                        wr_en <= 1;
                        state <= strt;
                        end
                    else begin
                        wr_en <= 0;
                        rnd <= 0;
                        end
                    end
                strt: begin
                    if (rnd == 3) begin
                        state <= gen;
                        end
                    done <= 0;
                    rnd <= rnd + 1;
                    end
                gen: begin
                    key_tmp[3] <= key_sched;
                    key_tmp[2] <= key_tmp[3];
                    key_tmp[1] <= key_tmp[2];
                    key_tmp[0] <= key_tmp[1];
                    rnd <= rnd + 1;
                    if (rnd == 71) begin
                        wr_en <= 0;
                        done <= 1;
                        state <= fin;
                        end
                    else
                        done <= 0;
                    end
                fin: begin
                    wr_en <= 0;
                    done <= 1;
                    end
                default:
                    state <= idle;
            endcase 
    end
endmodule
`timescale 1ns / 1ps
module simon(
    input clk,
    input res_n,
    input start,
    input ctrl,
    input [255:0] keys,
    input [127:0] in,
    output [127:0] out,
    output done
    );
    wire [63:0] key_out;
    wire key_done;
    wire [6:0] key_rnd;
    wire [6:0] rd_adr;
    wire [63:0] data_out;
    wire [4:0] state; 
    wire key_wr_en;
    wire dec_done;
    dp_mem mem(.clk(clk), .data_in(key_out), .dat_out(data_out), .wr_en(key_wr_en), .wr_adr(key_rnd), .rd_adr(rd_adr));
    keys key_schedule(.clk(clk), .res_n(res_n), .key(keys), .rnd(key_rnd), .key_sched(key_out), .done(key_done), .start(state[1] || state[2]), .wr_en(key_wr_en));
    simon_fsm f(.clk(clk), .res_n(res_n), .ctrl(ctrl), .start(start), .key_done(key_done), .state(state));
    dec d(.clk(clk), .res_n(res_n), .start(state[4] || state[3]), .key(data_out), .cipher(in), .plain(out), .done(dec_done), .key_adr(rd_adr), .ctrl(ctrl));
    assign done = dec_done;
endmodule
`timescale 1ns / 1ps
module simon_fsm(
    input clk,
    input res_n,
    input ctrl,
    input start,
    input key_done,
    output reg [4:0] state
    );
    parameter idle = 5'b00001;
    parameter enc_gen = 5'b00010;
    parameter enc_wait =5'b00011; 
    parameter dec_gen = 5'b00100;
    parameter enc = 5'b01000;
    parameter dec = 5'b10000;
    parameter ctrl_enc = 1'b0;
    parameter ctrl_dec = 1'b1;
    always @(posedge clk) begin
        if (!res_n) begin
            if (start && ctrl == ctrl_enc)
                state <= enc_gen;
            else if (start && ctrl == ctrl_dec)
                state <= dec_gen;
            else
                state <= idle;
            end
        else
            case (state)
                idle:
                    if (start && ctrl == ctrl_enc)
                        state <= enc_gen;
                    else if (start && ctrl == ctrl_dec)
                        state <= dec_gen;
                    else
                        state <= idle;
                enc_gen:
                    state <= enc_wait;
                enc_wait:
                    state <= enc;
                dec_gen:
                    if (key_done)
                        state <= dec;
                    else
                        state <= dec_gen;
            endcase
    end
endmodule
```
`run.sh`:
```
#!/bin/bash
# OpenROAD 26Q1-2900-gdf79404cd8, Yosys 0.63+post, stock flow scripts
make -C /OpenROAD-flow-scripts/flow DESIGN_CONFIG=/design/flow/config.mk WORK_HOME=/design/flow/orfs finish
```
==> out/notes.md <==
The flow ran to the end, and the final reports show no timing, DRC or antenna violations. With the area of the chip at 850100 um^2, the clock latency at the later pin of the worst-skew pair is 1190 ps. With the total via count in the routed design at 159700, the number of global-route vias before repair is 176700.

The total area inside the core boundary comes to 842900 um^2. The OpenROAD report gives the critical path a required time of 416560 ps. The worst-path cell with the longest stage delay is edfxtp_1.

Post-synthesis sequential area ratio: 0.7665. The most critical min-delay path falls under flop to flop. The worst path in the final design needs a cycle of 106690 ps, including I/O delays and setup. Counting instances, the worst hold path has a depth of 2.

On the worst path, the slowest cell contributes a delay of 770 ps. Worst hold endpoint: d.done. The tools report the cell area after synthesis as 338600 um^2.

In this run, post-CTS hold repair placed 0 buffers. With the cell count of the worst reg-to-reg path at 11, the detailed-routing iteration count for the pre-antenna-repair pass is 7. Per the synthesis report, the dominant area consumer among library cells is edfxtp_1. The run gives 0 as the hold violation total from the final report. The fill cell instance count of the final layout was 67670; the peak supply drop was 3.852 uV. The type of destination of the critical path is a primary output. The transition time recorded at the tightest slew-check pin is 1079 ps.

In this run the core area contains 337 standard-cell rows. The global-route wire length before repair came out at 1334000 um. The xor/xnor cell area share of the yosys netlist works out to 0.01381.

For the worst min-delay path, the startpoint reported by OpenROAD is d.done. The congestion estimate from routability-driven global placement came to 0.9018. The run gives 517 as the number of top-level design ports. The final report lists the setup-violating endpoint count as 0. The category of cells accounting for the largest share of critical-path delay was flip-flops. The synthesis run identifies the leading combinational cell family as multiplexers. The top cell types in the final layout, fill and taps aside, are edfxtp_1 (8588), mux4_2 (2684), clkbuf_16 (871), buf_4 (730), clkdlybuf4s50_1 (515). The run gives 4 for the buffer depth of the longest clock path. With fillers left out, the area of the finished cells amounts to 390300 um^2. The report counts max-capacitance violations totalling 0. Once detail routing completed, the nets flagged for antenna violations numbered 0.

The final design utilization was 0.4631; the period utilization was 0.2049. Between the synthesized netlist and the finished layout, the area growth was recorded as 15.29%. The run gives 126 as the largest net degree at the start of global routing.

The synthesized-area fraction occupied by ao, oa, aoi and oai cells was 0.01065. The clock H-tree reported by CTS has 6 levels. In this run, distinct cell masters in the synthesized netlist total 72. Summed over all layers, the global routing overflow is 0. The run gives 0.428 for the part of the power in registers. The number of buffers and inverters on the critical path was 1; the mean instance size in the synthesized netlist was 23.56 um^2. The number of sinks driven by the clock tree was 8670.

The most instantiated flip-flop cell in the synthesis netlist was edfxtp_1. In the routed layout, each cell is associated on average with a via count of 5.710. Summed over all nets, the switching power comes to 0.0006147 W.

The run gives 6 for the maximum fanout along the worst path. The tools report the summed standard-cell area reported by yosys as 338600 um^2. The final timing report lists a max-slew violation count of 0. The run gives 2550 ps as the worst path arrival time. The synthesized design contains 8588 enable-type register cells.

On the final layout, the worst hold slack is 460.4 ps. The run gives 0.2476 as the aggregate global-route resource usage. In this run, CTS created clock tree buffers numbering 864. The leakage power total is 119.4 nW. Setup repair after global routing left no endpoint under its margin. With the area fraction in full adders, half adders and majority gates at 0.0007243, the post-CTS setup buffer count is 0.

Per the detail_route report, DRC violations left total 0. Summing over the stages, the warning tally comes to 47. The root buffer cell chosen for the clock tree is clkbuf_16. The layout report lists the combined flip-flop and latch area as 259500 um^2.

STA classifies the critical path startpoint as a flop. The combinational group share of total power came out at 0.273. The initial standard-cell utilization of the core is 0.4017, and the port buffer count is 516. The launch point of the worst register-to-register path is recorded as d.key_adr[0]. The clock arrives with 84.37 ps of skew. The violation count after the first detailed-route iteration came out at 11850. For the total cell area at the placement stage, the log shows 362300 um^2. After synthesis, the design contains 14370 cells according to Yosys. The tools report the capturing point of the worst reg2reg path as mem.dat_out[44]. The number of antenna violations at the first check in global routing was 75; the multiplexer area fraction after synthesis was 0.1894. The number of instances in the placed design is 26070. The run gives 922.0 um for the die outline width.

Summed over all layers, the routed wires come to 950700 um. The chip height was 922.0 um. For the number of gates resized after cts, the log shows 0.

By area the synthesized netlist is led by edfxtp_1 (76%), mux4_2 (18%), mux2_2 (1.1%). Counting the warning lines in the Yosys log gives 5. Summing all multi-input logic gate instances after layout gives 77370 um^2. The run gives 0.299 as the part of the power in the clock network.

The report lists the power per cell area as 5.173 nW/um^2. Derived from the worst setup path, the maximum achievable clock frequency is 0.009373 GHz. The area fraction in and, or, nand and nor cells is 0.009556.

TritonCTS built the clock tree. The internal power is 0.001404 W. The proportion of synthesized flip-flops having asynchronous set or reset was 0. The run gives 513540 ps for the worst reg-to-reg setup slack. The top cell type's share of synthesized area works out to 0.7617. Type of the worst setup path: flop to primary output. Summed over all failing endpoints, the final setup total negative slack is 0 ps.

Flip-flop and latch count after synthesis: 8670. The share of layout cells above drive strength 1 came out at 0.3139. The most common logic cell in the final layout is edfxtp_1.

On the worst setup and hold paths after CTS, the clock-pin slew comes to 60 ps. The relative slew slack came out at 0.2787. For this run the detailed placement stage logged an HPWL of 567500 um. After detailed routing, the average wire length per cell comes to 34.00 um. The number of instances in the synthesized netlist is 14370, and the final instance count without filler cells is 27970. The fraction of power spent switching nets came out at 0.3044. The report lists the cells along the critical path as clkdlybuf4s50_1.
[per-layer routing]
layer | share of wire | vias up | GRT usage
li1 | - | 64700 | -
met1 | 0.29 | 81250 | 0.2811
met2 | 0.46 | 12210 | 0.3462
met3 | 0.21 | 1474 | 0.2226
met4 | 0.038 | 48 | 0.07529
met5 | 0.0011 | - | 0.01038
[power groups by stage]
stage	Clock (W)	Sequential, W	Combinational (W)
CTS	0.000613	0.000865	0.000557
global route	0.000638	0.000866	0.000585
finish	0.000603	0.000865	0.000551
[area by class of cell]
cell class,instances,area share
Timing Repair Buffer,1278,0.02893
Clock buffer,1081,0.05809
Sequential cell,8670,0.6649
Multi-Input combinational cell,4915,0.1982
Clock inverter,516,0.01191
Inverter,15,0.0001507
Antenna cell,303,0.001942
Tap cell,11190,0.03586
[worst max path at each step]
stage           start  endpoint  slack, ps  cells after the start
4_1_cts   d.plain[99]   out[99]     413970                      1
5_1_grt   d.plain[99]   out[99]     413980                      1
6_report  d.plain[95]   out[95]     414010                      1
[synth_stat cells (all sizes together), types with 3 or more instances]
cell type,instances
nand2,491
ha,18
nand2b,7
edfxtp,8588
o21a,3
mux2i,6
nor3,17
a211oi,6
o21ai,210
a222oi,64
buf,220
nand4,10
o211ai,8
xor2,268
xnor2,265
a21oi,93
or3,4
and3,4
clkbuf,553
o31ai,3
a21o,4
inv,14
nor2b,8
o22ai,3
mux4,2684
nor4,4
dfxtp,82
nor2,222
and2,3
mux2,320
nand3,22
a22oi,130
[registers in the layout, indices dropped and copies added, names as in the netlist]
| register | count |
|---|---|
| d.done | 1 |
| key_schedule.state | 4 |
| d.state | 4 |
| d.plain | 128 |
| f.state | 5 |
| key_schedule.wr_en | 1 |
| key_schedule.rnd | 7 |
| key_schedule.done | 1 |
| mem.dat_out | 64 |
| d.key_adr | 7 |
| mem.mem | 8192 |
| key_schedule.key_tmp | 256 |
[through the flow]
step / power, W / setup WS, ps
5_1_grt: 0.002089 / 413980
3_3_place_gp: 0.001429 / 413030
2_1_floorplan: 0.001209 / 409420
3_5_place_dp: 0.001434 / 413110
4_1_cts: 0.002034 / 413970
6_report: 0.002019 / 414010
[cell families after synthesis]
kind of cell / Yosys count
fa+ha+maj: 19
simple gates: 802
xor+xnor: 533
buf+inv: 788
compound gates: 551
flops: 8670
mux: 3010
No activity file was given, so power comes from the tool's default toggle rates.
